==> /design/flow/design.v <==
module cu(
  clk,
  rst,
  RAM_full,
  finish,
  rst_storage,
  request_dataIn,
  wr_en,
  en
);
input clk;
input rst;
input RAM_full;
input finish;
output reg rst_storage;
output reg request_dataIn;
output reg wr_en;
output reg en;
reg [3:0] CurrentState;
reg [3:0] NextState;
initial begin
  NextState     <= 4'd0;
  CurrentState  <= 4'd0;
end
always@(posedge clk) begin
  if(rst) begin
    CurrentState <= 4'd0;
  end
  else begin
    CurrentState <= NextState;
  end
end
always@(posedge clk) begin
  if(rst) begin
    rst_storage     <= 1'd1; 
    request_dataIn  <= 1'd0;
  end
  else begin
    CurrentState <= NextState;
  end
end
always@(posedge clk) begin
  case(CurrentState)
    4'd0 : begin
      if(!rst) begin
        NextState <= 4'd1;
      end
    end
    4'd1 : begin
      if(RAM_full) begin
        NextState <= 4'd2;
      end
    end
    4'd2 : begin
      if(finish) begin
        NextState <= 4'd3;
      end
    end
    4'd3 : begin
    end
  endcase
end
always@(posedge clk) begin
  case(CurrentState)
    4'd0 : begin
      if(!rst) begin
        rst_storage <= 1'd0;
        en          <= 1'd0;
        wr_en       <= 1'd1;
        request_dataIn <= 1'd1;
      end
    end
    4'd1 : begin
      if(RAM_full) begin
        en <= 1'd1;
        wr_en <= 1'd0;
        request_dataIn <= 1'd0;
      end
    end
    4'd2 : begin
      if(finish)
        NextState <= 4'd3;
    end
    4'd3 : begin
      rst_storage <= 1'd1;
      NextState   <= 4'd0;
    end
  endcase
end
endmodule
==> /design/flow/run.sh <==
#!/bin/bash
# OpenROAD 26Q1-2900-gdf79404cd8, Yosys 0.63+post, stock flow scripts
make -C /OpenROAD-flow-scripts/flow DESIGN_CONFIG=/design/flow/config.mk WORK_HOME=/design/flow/orfs finish
==> /design/flow/config.mk <==
export PLATFORM = sky130hd
export DESIGN_NAME = cu
export DESIGN_NICKNAME = cu
export VERILOG_FILES = /design/flow/design.v
export SDC_FILE = /design/flow/constraint.sdc
export NUM_CORES = 4
export LEC_CHECK = 1
export CORE_AREA = 10 10 93 93
export DIE_AREA = 0 0 103 103
==> /design/flow/constraint.sdc <==
current_design cu

set clk_period 2.9
set clk_io_pct 0.2

create_clock -name clk0 -period $clk_period [get_ports {clk}]

set non_clock_inputs [all_inputs -no_clocks]
set_input_delay [expr $clk_period * $clk_io_pct] -clock clk0 $non_clock_inputs
set_output_delay [expr $clk_period * $clk_io_pct] -clock clk0 [all_outputs]
==> metrics.txt <==
# HELP chip_impl_metric Implementation results
# TYPE chip_impl_metric gauge
chip_impl_info{name="status",value="stopped before the end"} 1
chip_impl_info{name="lastStage",value="synthesis"} 1
chip_impl_info{name="error_that_ended_the_run",value="ERROR: Found 8 problems in 'check -assert'."} 1
chip_impl_metric{name="synth-xor-area-share",unit=""} 0
chip_impl_metric{name="yosysWarningCount",unit=""} 1
chip_impl_info{name="netlist_top_cells_area",value="sky130_fd_sc_hd__edfxtp_1 (58%), sky130_fd_sc_hd__dfxtp_1 (11%), sky130_fd_sc_hd__nor2b_1 (4.3%)"} 1
chip_impl_metric{name="mux_area_frac",unit=""} 0
chip_impl_metric{name="post_synth_and_or_nand_nor_area_fraction",unit=""} 0.204
chip_impl_metric{name="synth_cell_type_count",unit=""} 23
chip_impl_metric{name="synth_flop_count",unit=""} 18
chip_impl_metric{name="flip_flops_with_a_built_in_enable",unit=""} 14
chip_impl_metric{name="yosysSeqAreaShare",unit=""} 0.685
chip_impl_info{name="synthTopLogicFamily",value="simple AND/OR/NAND/NOR gates"} 1
chip_impl_info{name="ys.flop_type",value="sky130_fd_sc_hd__edfxtp_1"} 1
chip_impl_metric{name="async_flop_share",unit=""} 0
chip_impl_metric{name="synth.cellmix.compoundShare",unit=""} 0.0548
chip_impl_info{name="synth_area_leader_cell",value="sky130_fd_sc_hd__edfxtp_1"} 1
chip_impl_metric{name="yosys_cells",unit=""} 55
chip_impl_metric{name="synth.cellmix.adderShare",unit=""} 0
chip_impl_metric{name="synth-area-yosys",unit="sq um"} 731
chip_impl_metric{name="synth_largest_type_area_fraction",unit=""} 0.575
[synth_stat cells (all sizes together) (2+ instances only)]
cell type  instances
o21ai              2
a21oi              3
dfxtp              4
nor2               5
and3               2
edfxtp            14
inv                2
nand2b             2
nor3               2
nor2b              6
buf                3
conb               2
and2               4
[logic make-up after synthesis]
family                 after synthesis
buffers and inverters                5
DFF                                 18
and+or+nand+nor                     23
AOI/OAI and AO/OA                    7
other                                2
