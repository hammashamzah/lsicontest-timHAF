File: design/flow/config.mk
export PLATFORM = sky130hd
export DESIGN_NAME = PWMGen
export DESIGN_NICKNAME = PWMGen
export VERILOG_FILES = /design/flow/design.v
export SDC_FILE = /design/flow/constraint.sdc
export NUM_CORES = 4
export LEC_CHECK = 1
export CORE_AREA = 10 10 70 70
export DIE_AREA = 0 0 80 80
File: design/flow/design.v
module PWMGen(
  clk,
  rst,
  sample,
  pwmout
);
input        clk;  
input        rst;
input  [7:0] sample;
output       pwmout;
reg  [7:0] pwm_dutycyc_ff;  
assign pwmout = (sample > pwm_dutycyc_ff);
always @ (posedge clk) begin
  if (rst) begin
    pwm_dutycyc_ff  <= 8'd0;
  end
  else begin
    pwm_dutycyc_ff <= pwm_dutycyc_ff + 8'd1;  
  end
end
endmodule
File: design/flow/constraint.sdc
current_design PWMGen

set clk_period 2.2
set clk_io_pct 0.2

create_clock -name clk0 -period $clk_period [get_ports {clk}]

set non_clock_inputs [all_inputs -no_clocks]
set_input_delay [expr $clk_period * $clk_io_pct] -clock clk0 $non_clock_inputs
set_output_delay [expr $clk_period * $clk_io_pct] -clock clk0 [all_outputs]
File: design/flow/run.sh
#!/bin/bash
# OpenROAD 26Q1-2900-gdf79404cd8, Yosys 0.63+post, stock flow scripts
make -C /OpenROAD-flow-scripts/flow DESIGN_CONFIG=/design/flow/config.mk WORK_HOME=/design/flow/orfs finish
==> notes.org <==
* Implementation run

** Global routing
- Global routing used around 3.6% of the available tracks across all layers.
- GR Overflow Total :: 0
- Maximum number of pins on one net before global-route repair :: 9
- Wire length of the first global-routing pass :: about 1900 µm
- Number of global-route vias before repair :: about 460
- Antenna violations before repair :: 0

** Logic synthesis
- Top cells, area :: sky130_fd_sc_hd__dfxtp_1 31%, sky130_fd_sc_hd__ha_1 22%, sky130_fd_sc_hd__xnor2_1 10%
- Post-Synthesis Cell Area :: about 520 µm²
- Instance tally after logic synthesis :: ~58
- Number of standard cells reported by yosys :: between 50 and 60
- Cell Type Count :: 21
- Synthesis inferred 8 register bits.
- sky130_fd_sc_hd__dfxtp_1 takes more of the synthesized area than any other cell.
- After synthesis, the largest area contributor takes up 30.84% of total cell area.
- For this run, the register share of the synthesized area comes to 30.84%.
- After synthesis, the chip area reported by Yosys is 519.2 µm².
- Mean post-synth cell area :: 8.953 µm²
- For this run, the number of Yosys warnings is 1.

** Flow run
- Number of logged tool warnings :: 25
- Max-cap violation count :: 0

** Setup path
- Number of buffer and inverter instances along the worst setup path :: 3
- RR Startpoint :: pwm_dutycyc_ff[0]
- Ordered list of cells on the worst path :: clkdlybuf4s50_1 > inv_1 > ha_2 > nor2b_4 > o21ai_2 > a21boi_2 > o31a_1 > buf_2
- The worst setup path is captured at an output port.
- The critical path endpoint has a required time of between 1.5 and 2 ns.
- Count of cell instances traversed by the critical path :: 8
- The critical path is of the in -> out type.
- STA shows the worst reg2reg path with a cell count of 5.
- Biggest fanout along the worst timing path :: 1
- Slowest stage cell on the critical path :: sky130_fd_sc_hd__clkdlybuf4s50_1
- On the worst path, the slowest cell contributes a delay of ~0.4 ns.
- Setup slack of the most critical reg-to-reg path :: approximately 0.97 ns
- The worst setup path is launched from an input pin.
- Cell class contributing the biggest share of worst-path delay :: buffers and inverters
- WP data arrival :: 1.64 ns
- The capture point of the worst register-to-register path is recorded as pwm_dutycyc_ff[6].

** Final timing
- The highest clock rate this design can be run at is around 480 MHz.
- The worst path needs between 2 and 2.5 ns of the cycle, external delays included.
- Unrepaired setup endpoints after global routing :: false
- In the finished design, the share of the clock period the worst path needs comes to between 90% and 100%.
- Headroom to the max-slew limit :: between 80% and 90%
- The transition time recorded at the tightest slew-check pin is around 0.28 ns.
- Number of hold violations in the final report :: 0
- The end-of-flow timing check tallies setup violations at 0.
- Setup_tns :: 0 ns
- Per the final report, max-transition violations number 0.
- After layout, the setup clock skew is reported as 0.001157 ns.

** Run status
- The run finished with clean final reports.

** Hold path
- The startpoint identified for the worst hold timing path is pwm_dutycyc_ff[0].
- Counting instances, the worst hold path has a depth of 1.
- Endpoint of the worst hold path :: pwm_dutycyc_ff[0]
- Min-Delay Path Class :: reg -> reg

** Finish
- Layout filler cell count :: ~370
- After routing the design area is 758.2 µm².
- The register with the most flip-flops in the layout has 8 of them.
- Top reg by flops :: pwm_dutycyc_ff
- Area used by sequential logic in the layout :: 161.4 µm²
- Per the cell usage report, the commonest logic cell in the layout is sky130_fd_sc_hd__nor2_1.
- Layout-stage area growth over the synthesis result :: 46.02%
- The most common logic cells in the final layout are 8 x sky130_fd_sc_hd__nor2_1, 7 x sky130_fd_sc_hd__inv_1, 7 x sky130_fd_sc_hd__ha_1, 7 x sky130_fd_sc_hd__dlygate4sd2_1, 7 x sky130_fd_sc_hd__dfxtp_1.
- The largest registers in the layout are pwm_dutycyc_ff: 8 flops.
- The area taken by multi-input combinational cells is reported as approximately 360 µm².
- Share of post-route cells with drive strength above 1 :: 25.33%

** Clock tree
- Clock-pin slew of the registers on the worst-case setup and hold paths :: ~0.05 ns
- Clock tree synthesis inserted a total of 3 buffers.
- Clock Tree Root :: sky130_fd_sc_hd__clkbuf_4
- Clock tree from TritonCTS :: yes
- Clock Path Buffers :: 2
- The clock reaches the later pin of the worst-skew pair after 0.25 ns.
- Number of H-tree levels :: 1
- Number of clock sinks :: 8

** Power
- Power spread over the standard cell area amounts to 432.4 mW/mm².
- The analysis attributes to cell leakage a power of 0.0003173 µW.
- Maximum resistive drop on vdd :: 0.08401 mV

** Place
- The placement report lists the number of port buffers as 10.
- At the end of routability-driven placement, the weighted congestion stood at a little under 0.7.
- Estimated wirelength of the detail-placed design :: ~860 µm
- Post-place instance area :: 703.2 µm²

** Floorplanning
- In this run the horizontal extent of the chip is about 80 µm.
- Area of the core region :: ~0.0034 mm²
- Once the floorplan was initialized, standard cells occupied around 15% of the core.
- The initialized floorplan defines 21 standard-cell rows.
- Chip area :: about 0.0064 mm²
- 11 I/O pins were placed.
- The vertical die dimension reported for this design is ~80 µm.

** Detailed routing
- Once detail routing completed, the nets flagged for antenna violations numbered 0.
- Detailed-route iteration 0 reported a violation count of 13.
- For this run, the detailed router reports a per-instance via density of 3.562.
- In the log, the iteration count for the first detailed-route pass is 2.
- The repair_antennas step left the layout with diodes totalling 0.
- Final routed DRC violation total :: 0
- Overall via count from detail_route :: ~430
- Average wire per standard cell :: around 9 µm
- Final WL :: around 1100 µm
## layer usage
metal / vias to the layer above / track usage (%) / routed length, µm
li1: 230 / - / -
met1: 184 / 4.896 / 545
met2: 12 / 4.575 / 370
met3: 5 / 2.386 / 127
met4: 0 / 1.056 / 31
met5: - / 0 / 0
## cell usage after synthesis
cell type	n
sky130_fd_sc_hd__and4_1	1
sky130_fd_sc_hd__nand3_1	3
sky130_fd_sc_hd__dfxtp_1	8
sky130_fd_sc_hd__a21boi_1	1
sky130_fd_sc_hd__clkbuf_1	1
sky130_fd_sc_hd__and2_1	1
sky130_fd_sc_hd__inv_1	7
sky130_fd_sc_hd__xnor2_1	6
sky130_fd_sc_hd__o21ai_0	1
sky130_fd_sc_hd__ha_1	9
sky130_fd_sc_hd__and3_1	2
sky130_fd_sc_hd__nor4b_4	1
sky130_fd_sc_hd__nor2_1	8
sky130_fd_sc_hd__o21ai_1	1
sky130_fd_sc_hd__inv_4	1
sky130_fd_sc_hd__nand4_1	1
sky130_fd_sc_hd__nand2_1	1
sky130_fd_sc_hd__a211oi_1	1
sky130_fd_sc_hd__o31a_1	1
sky130_fd_sc_hd__a21oi_1	1
sky130_fd_sc_hd__nor2b_1	2
## how the worst max path moves through the flow
stage	start	to
after CTS	sample[0]	pwmout
after global routing	sample[0]	pwmout
final	sample[0]	pwmout
## metrics by stage
stage / setup slack (ns) / total power [µW] / util [%] / hold slack (ns) / cells
after floorplan: 0.5344 / 184.2 / - / 0.4402 / 58
after global placement: -0.3572 / 211.2 / 20.59 / 0.4736 / 117
after detailed placement: -0.3700 / 213.0 / 20.59 / 0.5025 / 117
after CTS: 0.02059 / 333.1 / 22.20 / 0.5152 / 121
after global routing: 0.02538 / 351.3 / 22.20 / 0.5250 / 121
final: 0.1171 / 327.8 / 22.20 / 0.5018 / 121
## power breakdown
group / total [µW] / internal [µW] / switching (µW) / leakage, µW
Combinational: 65.1 / 39.4 / 25.8 / 0.000238
Sequential: 155 / 150 / 4.57 / 0.0000654
Clock: 108 / 62.1 / 45.6 / 0.0000138
## worst reg2reg max path, delay by kind of cell, from the launching register on
family	cells	cell delay (ns)
XOR/XNOR	1	0.15
adder cells (fa/ha/maj)	1	0.21
flip-flops	1	0.41
AND/OR/NAND/NOR	3	0.36
## cells by family after synthesis
kind of cell | share of synthesized area, %
adder cells (fa/ha/maj) | 21.69
XOR/XNOR | 10.12
AND-OR/OR-AND | 7.468
AND/OR/NAND/NOR | 22.89
buffers and inverters | 6.989
flip-flops | 30.84
## final cells by class
class                   instances  share of cell area (%)
inverters                       8                   4.290
clock buffers                   3                   2.970
multi-input cells              41                   47.52
flip-flops and latches          8                   21.29
well taps                      46                   7.591
repair buffers                 15                   16.34
## timing repair
action | in CTS | in global routing
hold buffers | 0 | 0
pin swaps | 12 | 3
gates resized | 19 | 0
setup buffers | 1 | 0
setup endpoints to repair | 1 | 1
No activity file was given, so power comes from the tool's default toggle rates.
