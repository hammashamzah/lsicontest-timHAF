## config.mk

```make
export PLATFORM = sky130hd
export DESIGN_NAME = ImageScaler
export DESIGN_NICKNAME = ImageScaler
export VERILOG_FILES = /design/flow/design.v
export SDC_FILE = /design/flow/constraint.sdc
export NUM_CORES = 4
export LEC_CHECK = 1
export CORE_UTILIZATION = 50
```

## constraint.sdc

```tcl
current_design ImageScaler

set clk_period 31.8
set clk_io_pct 0.2

create_clock -name clk0 -period $clk_period [get_ports {clk}]

set non_clock_inputs [all_inputs -no_clocks]
set_input_delay [expr $clk_period * $clk_io_pct] -clock clk0 $non_clock_inputs
set_output_delay [expr $clk_period * $clk_io_pct] -clock clk0 [all_outputs]
```

## design.v

```verilog
module ImageScaler(
  clk,
  en,
  finish,
  round_scale,
  face_found,
  face_status,
  addr_request,
  addr_scale,
  endScale,
  x,
  y,
  wr_En
);
  input   clk;
  input   en;
  input   finish;
  input   [4:0]  round_scale;
  input   face_found;
  input   face_status;
  output  [18:0] addr_request;
  output  [18:0] addr_scale;
  output  endScale;
  output  [9:0 ]x;
  output  [8:0] y;
  output reg wr_En;
  wire  [12:0] scale_factor;
  wire  limit;
  wire  [18:0] limit_addr_request;
  wire  [13:0] L;
  wire  buffer_full;
  assign limit = (addr_request==limit_addr_request);
  assign endScale = limit;
  assign scale_factor = (round_scale==5'd0)?  13'd16:         
                        (round_scale==5'd1)?  13'd23:         
                        (round_scale==5'd2)?  13'd33:         
                        (round_scale==5'd3)?  13'd48:         
                        (round_scale==5'd4)?  13'd69:         
                        (round_scale==5'd5)?  13'd99:         
                        (round_scale==5'd6)?  13'd143:         
                        (round_scale==5'd7)?  13'd205:         
                        (round_scale==5'd8)?  13'd296:         
                        (round_scale==5'd9)?  13'd426:         
                        (round_scale==5'd10)? 13'd613:         
                        (round_scale==5'd11)? 13'd883:        
                        (round_scale==5'd12)? 13'd1272:        
                        (round_scale==5'd13)? 13'd1832:        
                        (round_scale==5'd14)? 13'd2638:        
                        (round_scale==5'd15)? 13'd3798:        
                        (round_scale==5'd16)? 13'd5469:        
                        (round_scale==5'd17)? 13'd7876:13'd16;  
  assign limit_addr_request = (round_scale==5'd0)?  19'd307200:          
                              (round_scale==5'd1)?  19'd213704:          
                              (round_scale==5'd2)?  19'd148946:          
                              (round_scale==5'd3)?  19'd102400:          
                              (round_scale==5'd4)?  19'd71234:           
                              (round_scale==5'd5)?  19'd49648:           
                              (round_scale==5'd6)?  19'd34372:           
                              (round_scale==5'd7)?  19'd23976:           
                              (round_scale==5'd8)?  19'd16605:           
                              (round_scale==5'd9)? 19'd11538:            
                              (round_scale==5'd10)? 19'd8018:            
                              (round_scale==5'd11)? 19'd5566:            
                              (round_scale==5'd12)? 19'd3864:            
                              (round_scale==5'd13)? 19'd2682:            
                              (round_scale==5'd14)? 19'd1863:            
                              (round_scale==5'd15)? 19'd1294:            
                              (round_scale==5'd16)? 19'd898:             
                              (round_scale==5'd17)? 19'd624:19'd307200;  
  assign L                  = (round_scale==5'd0)?  14'd12200:          
                              (round_scale==5'd1)?  14'd10167:          
                              (round_scale==5'd2)?  14'd8476:          
                              (round_scale==5'd3)?  14'd7070:          
                              (round_scale==5'd4)?  14'd5911:           
                              (round_scale==5'd5)?  14'd4923:           
                              (round_scale==5'd6)?  14'd4106:           
                              (round_scale==5'd7)?  14'd3441:           
                              (round_scale==5'd8)?  14'd2871:           
                              (round_scale==5'd9)?  14'd2396:            
                              (round_scale==5'd10)? 14'd1997:            
                              (round_scale==5'd11)? 14'd1674:            
                              (round_scale==5'd12)? 14'd1408:            
                              (round_scale==5'd13)? 14'd1180:            
                              (round_scale==5'd14)? 14'd990:            
                              (round_scale==5'd15)? 14'd838:            
                              (round_scale==5'd16)? 14'd705:             
                              (round_scale==5'd17)? 14'd591:10'd12200;  
  wire [27:0] temp_mult;
  wire [18:0] temp_addr_scale;
  reg [18:0] addr;
  reg [18:0] temp_addr;
  assign buffer_full = (addr >= L);
  assign temp_mult = addr*scale_factor;
  assign temp_addr_scale = temp_mult>>4;
  assign addr_request = en? addr : 19'd0;
  assign addr_scale = en? (temp_mult[3]? temp_addr_scale+19'd1:temp_addr_scale): 19'd0;
  assign x = addr_scale%10'd640;
  assign y = face_found? addr_scale/10'd640:9'd0;
  always@(posedge clk) begin
    if(!en) begin
      addr <= 0;
      wr_En <= 0;
    end
    else begin
      if(!limit) begin
        if(!buffer_full | (face_status & !finish)) begin
          addr <= addr + 19'd1;
          wr_En <= 1'd1;
        end
        else 
          wr_En <= 0;
      end
      else begin
        if (finish)
          wr_En <= 0;
      end
    end
  end
endmodule
```

## run.sh

```bash
#!/bin/bash
# OpenROAD 26Q1-2900-gdf79404cd8, Yosys 0.63+post, stock flow scripts
make -C /OpenROAD-flow-scripts/flow DESIGN_CONFIG=/design/flow/config.mk WORK_HOME=/design/flow/orfs finish
```

==> impl_metrics.yaml <==
# implementation run metrics
logic_synthesis:
  ys_cells: 1481
  synth_area_um2: 11100
  ys_types: 100
  yosys_area_um2: 11100
  yosysTopAreaCell: "fa_1"
  synthFlopType: "dfxtp_1"
  ys_ff: 20
  avgSynthCellArea_um2: 7.52
  top_cell: "inv_1"
  async_flop_share_pct: 0
  yosysWarnings: 2
  synthTopCellsByCount: "inv_1 (213), nand2_1 (176), fa_1 (153)"
  top_cells_by_area: "fa_1 (27%), inv_1 (7.2%), ha_1 (7.0%)"
  syn_inst: 1481
  yosys.stat.seqShare_pct: 3.59
  top_cell_area_share_pct: 27.5
  edf_count: 0
cts:
  cts_buffers: 3
  cts_root_buf: "clkbuf_16"
  cts_tree: "done"
  h-tree-depth: 1
  postCtsHoldBufs: 0
  cts-resized-gates: 0
  cts_buffer_depth: 2
  clk_latency_ns: 0.25
  clk_pin_slew_ns: 0.06
  postCtsSetupBuffers: 0
  clock_sinks: 20
sta:
  hold_violations: 0
  setup_viol: 0
  finalCriticalPeriod_ns: 24.44
  setup_tns_ns: 0
  min_period_over_period_pct: 76.9
  tightest_slew_ns: 0.881
  slew_headroom_pct: 40.7
  hold_slack_ns: 0.520
  rsz0062_at_grt: "false"
  timing.fmax_mhz: 40.9
  fin_skew_ns: 0.00511
  slew_viol_final: 0
placement:
  io_buffers: 68
  dpl.hpwl_um: 24300
  routabilityCongestion: 0.974
drt:
  drt-vias-per-instance: 5.64
  first_pass_iters: 7
  drt-total-wl_um: 31100
  num_vias: 10000
  postRouteAntennaNets: 0
  wl_per_cell_um: 17.5
  drc: 0
  dr.first_iter.drc_count: 541
  antenna_cells: 0
power:
  p_leak_uw: 0.00547
  vdd.ir_drop.worst_uv: 39.4
  power_uw: 118
  powerDensity_nw_per_um2: 9.74
worst_setup_path:
  criticalPathCategory: "primary input to primary output"
  crit_buf_inv: 8
  path_max_fanout: 41
  worstPathRequired_ns: 25.44
  startpoint_type: "primary input"
  cpPeakStageDelay_ns: 0.62
  cp.arrival_ns: 18.08
  cp_common_cell: "fa_1"
  cp_top_family: "simple AND/OR/NAND/NOR gates"
  end_kind: "primary output"
  slowest_stage: "nor2b_1"
global_route:
  grt_start_max_net_pins: 52
  grt_usage_pct: 29.8
  grt_pass1_wl_um: 50100
  antenna_found_initial: 0
  grt_pass1_vias: 9415
  gr-total-overflow: 0
finish:
  mi_logic_area_um2: 9540
  final_util_pct: 55.7
  area.growth.synth_to_final_pct: 9.04
  nFillCells: 2085
  regArea_um2: 400
  layout-drive-gt1-share_pct: 5.22
floorplanning:
  fp_util_pct: 51.0
  boundaryPins: 69
  die-area_um2: 22900
  chipWidth_um: 151
  coreArea_um2: 21800
  num_rows: 54
  die_h_um: 151
min_path:
  hold_path_class: "register to register"
flow_run:
  warning_count: 25
  maxCapViolCount: 0
run_status:
  run_status: "complete, no violations"
==> path summary, 6_finish.rpt <==
kind | startpoint | to | slack, ns | cells past startpoint
setup / recovery | round_scale[1] | x[7] | 7.36 | 40
setup reg to reg | addr[2] | addr[15] | 27.74 | 13
hold / removal | wr_En | wr_En | 0.52 | 2
hold reg to reg | wr_En | wr_En | 0.52 | 2
==> worst min-delay path, cell delays in order (launching register included) <==
cell and delay (ns):
dfxtp_1 0.33, a31oi_1 0.08, nor2_1 0.08
==> flip-flops by register name (all words and copies together), names as in the netlist <==
signal  flops
addr       19
wr_En       1
==> metal layers <==
| layer | vias to the layer above | routed length [µm] | global-route usage [%] |
|---|---|---|---|
| met5 | - | 0 | 0.682 |
| met4 | 0 | 1040 | 7.65 |
| met3 | 46 | 2460 | 8.97 |
| met2 | 354 | 14200 | 46.3 |
| met1 | 4740 | 13400 | 41.8 |
| li1 | 4870 | - | - |
==> cell families (layout without fill, tap and decap cells) <==
| family | after synthesis | after routing | share of synthesized area (%) |
|---|---|---|---|
| compound gates | 281 | 281 | 17.7 |
| mux | 6 | 6 | 0.550 |
| buf+inv | 311 | 324 | 10.8 |
| xor+xnor | 79 | 79 | 6.86 |
| flops | 20 | 20 | 3.59 |
| simple gates | 569 | 569 | 26.0 |
| fa+ha+maj | 215 | 215 | 34.5 |
==> per-stage QoR <==
| step | std cells | cell area, µm² | setup slack [ns] |
|---|---|---|---|
| 6_report | 1774 | 12100 | 7.36 |
| 5_1_grt | 1774 | 12100 | 6.54 |
| 4_1_cts | 1774 | 12100 | 7.41 |
| 3_5_place_dp | 1770 | 12000 | 7.45 |
| 3_3_place_gp | 1770 | 12000 | 7.58 |
| 2_1_floorplan | 1481 | 11100 | 9.25 |
==> layout by cell type (no fill, tap or decap), types with 33 or more instances in the layout <==
cell / count
nor2_1: 105
and2_1: 100
xnor2_1: 41
buf_4: 33
o21ai_0: 47
ha_1: 62
clkdlybuf4s50_1: 68
fa_1: 153
inv_1: 213
a21oi_1: 71
nand2_1: 176
==> where the power goes <==
part | switching (µW) | total (µW) | leakage, µW | internal [µW]
registers | 0.835 | 26.3 | 0.000162 | 25.5
clock network | 10.1 | 35.1 | 0.0000511 | 25.0
logic | 35.5 | 57.0 | 0.00525 | 21.4
total | 46.5 | 118 | 0.00547 | 71.8
==> layout make-up <==
class | instances | area share (%)
clock buffers | 3 | 0.618
well taps | 280 | 2.88
repair buffers | 101 | 7.64
multi-input cells | 1150 | 78.5
flip-flops and latches | 20 | 3.30
clock inverters | 1 | 0.247
inverters | 219 | 6.77
No activity file was given, so power comes from the tool's default toggle rates.
